File: /design/flow/design.v
module sdram_init(
	input					sclk			,
	input					s_rst_n		,
	output	reg		[3:0]	cmd_reg		,
	output	wire	[11:0]	sdram_addr	,
	output	wire			flag_init_end	
);
localparam	DELAY_200US	=		10000	;
localparam	NOP 		=		4'b0111	;
localparam	PRE			=		4'b0010	;
localparam	AREF		=		4'b0001	;
localparam	MSET		=		4'b0000	; 
reg		[13:0]				cnt_200us	;
wire						flag_200us	;
reg		[3:0]				cnt_cmd		;
always @(posedge sclk or negedge s_rst_n)begin  
	if(s_rst_n == 1'b0)
		cnt_200us	<=	'd0;
	else if(flag_200us == 1'b0)
		cnt_200us	<=	cnt_200us + 1'b1;
end
always @(posedge sclk or negedge s_rst_n)begin  
	if(s_rst_n == 1'b0)
		cnt_cmd	<=	'd0;
	else if(flag_200us == 1'b1 && flag_init_end == 1'b0)
		cnt_cmd	<=	cnt_cmd + 1'b1;
end
always @(posedge sclk or negedge s_rst_n)begin  
	if(s_rst_n == 1'b0)
		cmd_reg	<=	NOP;
	else if(flag_200us == 1'b1)
		case(cnt_cmd)
			0:	cmd_reg	<=	PRE;
			1:	cmd_reg	<=	AREF;
			5:	cmd_reg	<=	AREF;
			9:	cmd_reg	<=	MSET;
			default:	cmd_reg	<=	NOP;
		endcase
end
assign	flag_init_end	=	(cnt_cmd >= 'd10) ? 1'b1 : 1'b0;
assign	sdram_addr		=		(cmd_reg == MSET) ? 12'b0000_0011_0010	: 12'b0100_0000_0000	;
assign flag_200us	=	(cnt_200us >= DELAY_200US) ? 1'b1 : 1'b0;
endmodule
File: /design/flow/run.sh
#!/bin/bash
# OpenROAD 26Q1-2900-gdf79404cd8, Yosys 0.63+post, stock flow scripts
make -C /OpenROAD-flow-scripts/flow DESIGN_CONFIG=/design/flow/config.mk WORK_HOME=/design/flow/orfs finish
File: /design/flow/config.mk
export PLATFORM = sky130hd
export DESIGN_NAME = sdram_init
export DESIGN_NICKNAME = sdram_init
export VERILOG_FILES = /design/flow/design.v
export SDC_FILE = /design/flow/constraint.sdc
export NUM_CORES = 4
export LEC_CHECK = 1
export CORE_AREA = 10 10 84 84
export DIE_AREA = 0 0 94 94
File: /design/flow/constraint.sdc
current_design sdram_init

set clk_period 5.1
set clk_io_pct 0.2

create_clock -name clk0 -period $clk_period [get_ports {sclk}]

set non_clock_inputs [all_inputs -no_clocks]
set_input_delay [expr $clk_period * $clk_io_pct] -clock clk0 $non_clock_inputs
set_output_delay [expr $clk_period * $clk_io_pct] -clock clk0 [all_outputs]
==> results.sh <==
# physical design summary
export IMPL_syn_area_sq_um=1130
export IMPL_combGateArea_sq_um=507
export IMPL_crit_start="cnt_cmd[0]"
export IMPL_synth_top_cell_by_area="dfrtp_1"
export IMPL_p_clk_share_pct=38.0
export IMPL_io_pins=19
export IMPL_avgRoutedWirePerCell_um=9.51
export IMPL_comb_power_share_pct=1.7
export IMPL_top_area_share_pct=39.7
export IMPL_power_density_nw_per_um2=212
export IMPL_fp_dieArea_sq_um=8840
export IMPL_clk_insertion_delay_late_ns=0.25
export IMPL_p_int_mw=0.222
export IMPL_antenna_found_initial=0
export IMPL_synthCells=112
export IMPL_outcome="completed"
export IMPL_cts_resized=0
export IMPL_fin_setup_tns_ns=0
export IMPL_p_sw_share_pct=19.6
export IMPL_cts_htree_levels=1
export IMPL_num_antenna_cells=0
export IMPL_p_total_mw=0.276
export IMPL_worstSetupEndpointType="output pin"
export IMPL_cp_required_ns=4.08
export IMPL_worstHoldStart="cmd_reg[0]"
export IMPL_grt_pass1_vias=691
export IMPL_power_switching_mw=0.0540
export IMPL_simple_gate_share_pct=16.4
export IMPL_ys_area_sq_um=1130
export IMPL_yosysWarnings=1
export IMPL_numCtsBuffers=3
export IMPL_place_hpwl_um=1380
export IMPL_rr_worst_depth=4
export IMPL_max_cap_viol_count=0
export IMPL_crit_fanout=5
export IMPL_largest_reg_flops=14
export IMPL_drtIter0Drc=74
export IMPL_compound_area_share_pct=6.84
export IMPL_muxShareOfSynthArea_pct=0.992
export IMPL_detail_route_antenna_nets=0
export IMPL_viasPerCell=3.80
export IMPL_synth_area_per_cell_sq_um=10.1
export IMPL_peakVddDrop_uv=80.7
export IMPL_portBuffers=9
export IMPL_dp_slack_ns=2.57
export IMPL_die_h_um=94
export IMPL_routabilityCongestion=0.771
export IMPL_seq_area_sq_um=529
export IMPL_crit_chain="inv_1 -> ha_1 -> o31ai_1 -> inv_1 -> clkdlybuf4s50_1"
export IMPL_synth_distinct_cells=31
export IMPL_post_cts_buffers=0
export IMPL_drc=0
export IMPL_period_used_pct=54.8
export IMPL_grt_pass1_wl_um=3000
export IMPL_ff_type="dfrtp_1"
export IMPL_startpoint_type="flop"
export IMPL_clkTransAtPathRegs_ns=0.07
export IMPL_critical_path_class="flop to output pin"
export IMPL_layout_min_cycle_time_ns=2.79
export IMPL_num_fill_cells=569
export IMPL_holdBufCountCts=0
export IMPL_fp_util_pct=21.8
export IMPL_ys_top_cells_by_area="dfrtp_1 40%, xnor2_1 9.3%, buf_4 7.3%"
export IMPL_finClkSkew_ns=0.00125
export IMPL_async_flop_share_pct=100
export IMPL_cpMostUsedCell="inv_1"
export IMPL_layout_drive_gt1_share_pct=9.92
export IMPL_die_w_um=94
export IMPL_synth_flops=21
export IMPL_xor_area_share_pct=10.8
export IMPL_edf_count=0
export IMPL_core_area_sq_um=5200
export IMPL_logic_family="simple AND/OR/NAND/NOR gates"
export IMPL_dr_pass1_iters=2
export IMPL_worstPathArrival_ns=1.77
export IMPL_rows=26
export IMPL_ys_seq_share_pct=46.6
export IMPL_max_clock_path_buffers=2
export IMPL_grt_usage_pct=3.94
export IMPL_hold_depth=2
export IMPL_hold_path_end="cmd_reg[0]"
export IMPL_cp_slowest_stage_delay_ns=0.42
export IMPL_wl_um=1820
export IMPL_grt_max_degree=22
export IMPL_yosys_cells=112
export IMPL_hold_class="flop to flop"
export IMPL_setup_viol=0
export IMPL_vias=725
export IMPL_slew_violations=0
export IMPL_power_frac_seq_pct=60.3
export IMPL_leakagePower_nw=0.559
export IMPL_grt_overflow_total=0
export IMPL_regToRegSetupSlack_ns=3.19
export IMPL_syn_to_final_growth_pct=14.7
export IMPL_cts_root_buf="clkbuf_8"
export IMPL_worst_path_max_delay_cell="dfrtp_1"
export IMPL_warning_count=30
export IMPL_rr_startpoint="cnt_200us[7]"
export IMPL_finalHoldViolations=0
export IMPL_fin_ws_ns=2.31
export IMPL_hold_worst_slack_ns=0.464
export IMPL_reg2reg_to="cnt_200us[6]"
export IMPL_clkSinkCount=21
export IMPL_cts_tree="done"
export IMPL_rsz0062_at_grt="false"
export IMPL_adder_share_pct=6.62
export IMPL_clock_fmax_ghz=0.358
==> cells by family after synthesis <==
group / after synthesis
buffers and inverters: 21
AND-OR/OR-AND: 13
XOR/XNOR: 14
AND/OR/NAND/NOR: 35
other: 1
flip-flops: 21
adder cells (fa/ha/maj): 6
multiplexers: 1
==> per-layer routing <==
metal / GRT usage [%] / up-vias / share of wire, %
met4: 0.759 / 0 / 1.1
li1: - / 372 / -
met2: 6.16 / 13 / 43
met3: 1.21 / 2 / 6.8
met1: 5.27 / 338 / 49
met5: 0 / - / 0
==> cell usage in the layout (no fill, tap or decap) <==
cell and count:
nand4_1 4, mux2_2 1, dfstp_2 3, nor3b_1 2, clkbuf_8 3, clkinv_2 1, o31ai_1 1, a21o_1 1
clkdlybuf4s50_1 9, or3_4 1, dfrtp_1 18, ha_1 6, a31oi_1 1, xor2_1 2, nand2b_1 1, and3_1 1
o2bb2ai_1 1, nand3_1 7, or3_1 1, or4_1 1, o21ai_0 4, nand2_1 10, inv_1 7, buf_4 2
nor3_1 3, nor2_1 3, and4_2 1, xnor2_1 12, conb_1 9, o21a_1 1, a21oi_1 4
==> power by group through the flow <==
stage                 logic, mW  clock network (mW)  registers, mW
final                   0.00461               0.105          0.167
after global routing    0.00590               0.117          0.166
after CTS               0.00534               0.110          0.166
==> cell usage after synthesis (all sizes together) (3+ instances only) <==
| cell type | n |
|---|---|
| nand2 | 10 |
| nand4 | 4 |
| nand3 | 7 |
| dfstp | 3 |
| inv | 7 |
| nor3 | 3 |
| dfrtp | 18 |
| buf | 13 |
| ha | 6 |
| nor2 | 3 |
| o21ai | 4 |
| xnor2 | 12 |
| a21oi | 4 |
==> worst max-delay path, delay by kind of cell, from the launching register on <==
family | cells | cell delay [ns]
compound gates | 1 | 0.33
fa+ha+maj | 1 | 0.19
buf+inv | 3 | 0.57
flops | 1 | 0.42
==> worst max-delay path by stage <==
stage,to,depth (start not counted),slack [ns]
after CTS,flag_init_end,5,2.28
final,flag_init_end,5,2.31
after global routing,flag_init_end,5,2.17
==> per-stage QoR <==
| stage | util (%) | cell area (sq um) | std cells |
|---|---|---|---|
| 3_5_place_dp | 24.1 | 1250 | 187 |
| 4_1_cts | 25.0 | 1300 | 191 |
| 5_1_grt | 25.0 | 1300 | 191 |
| 2_1_floorplan | - | 1160 | 120 |
| 6_report | 25.0 | 1300 | 191 |
| 3_3_place_gp | 24.1 | 1250 | 187 |
==> layout make-up <==
cell class,count,area share (%)
sequential,21,40.7
multi-input combinational,78,38.9
timing repair buffer,11,8.08
tap,70,6.73
clock buffer,3,3.17
inverter,7,2.02
clock inverter,1,0.385
Power is estimated from default activity; no workload was simulated.
