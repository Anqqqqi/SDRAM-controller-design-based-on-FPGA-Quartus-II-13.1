==> flow/design.v <==
module uart_rx(
    input wire sclk, 
    input wire s_rst_n, 
    input rs232_rx, 
    output reg [7:0] rx_data, 
    output reg po_flag
);
localparam BAUD_END = 28;
localparam BAUD_M = BAUD_END /2 -1;  
localparam BIT_END = 8;  
reg rx_r1; 
reg rx_r2; 
reg rx_r3; 
reg rx_flag ;  
reg [12:0] baud_cnt ;  
reg bit_flag ;  
reg [3:0] bit_cnt ;  
wire rx_neg;  
assign rx_neg = ~rx_r2 & rx_r3; 
always @(posedge sclk)begin
    rx_r1 <= rs232_rx;
    rx_r2 <= rx_r1; 
    rx_r3 <= rx_r2;
end
always @(posedge sclk or negedge s_rst_n)begin
    if(s_rst_n==1'b0)begin
        rx_flag <= 1'b0;
    end
    else if (rx_neg == 1'b1)begin
        rx_flag <= 1'b1;
    end
    else if (bit_cnt == 1'd0 && baud_cnt == BAUD_END)begin
        rx_flag <= 1'b0;
    end
end
always @(posedge sclk or negedge s_rst_n)begin
    if(s_rst_n==1'b0)begin
        baud_cnt <= 13'd0;
    end
    else if (baud_cnt == BAUD_END)begin
        baud_cnt <= 13'd0;
    end
    else if (rx_flag == 1'b1)begin
        baud_cnt <= baud_cnt + 1'b1;
    end
    else begin
        baud_cnt <= 13'd0;
    end
end
always @(posedge sclk or negedge s_rst_n)begin
    if(s_rst_n==1'b0)begin
        bit_flag <= 1'b0;
    end
    else if (baud_cnt == BAUD_M)begin
        bit_flag <= 1'b1;
    end
    else begin
        bit_flag <= 1'b0;
    end
end
always @(posedge sclk or negedge s_rst_n)begin
    if(s_rst_n==1'b0)begin
        bit_cnt <= 4'd0;
    end
    else if (bit_flag == 1'b1 && bit_cnt == BIT_END)begin
        bit_cnt <= 4'd0; 
    end
    else if (bit_flag == 1'b1)begin
        bit_cnt <= bit_cnt+1'b1;
    end
end
always @(posedge sclk or negedge s_rst_n)begin
    if(s_rst_n==1'b0)begin
        rx_data <= 8'd0;
    end
    else if (bit_flag == 1'b1 && bit_cnt >= 1'd1)begin 
        rx_data <= {rx_r2,rx_data[7:1]}; 
    end
end
always @(posedge sclk or negedge s_rst_n)begin
    if(s_rst_n==1'b0)begin
        po_flag <= 1'd0;
    end
    else if (bit_cnt== BIT_END && bit_flag == 1'b1)begin 
        po_flag <= 1'd1;
    end
    else begin
        po_flag <= 1'd0;
    end
end
endmodule
==> flow/run.sh <==
#!/bin/bash
# OpenROAD 26Q1-2900-gdf79404cd8, Yosys 0.63+post, stock flow scripts
make -C /OpenROAD-flow-scripts/flow DESIGN_CONFIG=/design/flow/config.mk WORK_HOME=/design/flow/orfs finish
==> flow/config.mk <==
export PLATFORM = sky130hd
export DESIGN_NAME = uart_rx
export DESIGN_NICKNAME = uart_rx
export VERILOG_FILES = /design/flow/design.v
export SDC_FILE = /design/flow/constraint.sdc
export NUM_CORES = 4
export LEC_CHECK = 1
export CORE_UTILIZATION = 30
==> flow/constraint.sdc <==
current_design uart_rx

set clk_period 3.0
set clk_io_pct 0.2

create_clock -name clk0 -period $clk_period [get_ports {sclk}]

set non_clock_inputs [all_inputs -no_clocks]
set_input_delay [expr $clk_period * $clk_io_pct] -clock clk0 $non_clock_inputs
set_output_delay [expr $clk_period * $clk_io_pct] -clock clk0 [all_outputs]
==> impl_metrics.py <==
# Metrics from the implementation run
metrics = {
    "run_status": {
        "run_status": "finished clean",
    },
    "timing": {
        "period_used_share": 0.622,
        "clock_skew_ns": 0.00674,
        "slew_headroom": 0.601,
        "worst_slew_pin_slew_ns": 0.599,
        "finalSetupViolations": 0,
        "slew_violations": 0,
        "post-route-min-period_ns": 1.87,
        "hold_viol": 0,
        "rsz0062_at_grt": "no",
        "max_freq_mhz": 536,
        "fin_tns_setup_ns": 0,
    },
    "global_routing": {
        "grt_overflow": 0,
        "grt_pass1_vias": 861,
        "grt_max_degree": 29,
        "grt_pass1_wl_microns": 3800,
        "grt_antenna_before_repair": 0,
        "track_usage": 0.0975,
    },
    "place": {
        "port_buffers": 11,
        "routabilityCongestion": 0.810,
        "hpwl_microns": 1440,
    },
    "power_and_ir_drop": {
        "p_per_area_nw_per_um2": 762,
        "switching_share": 0.328,
        "p_comb_frac": 0.257,
        "power_uw": 1250,
        "power_frac_clock": 0.266,
        "peakVddDrop_uv": 399,
        "p_leak_uw": 0.000725,
        "p_sw_uw": 409,
        "pwr-share-seq": 0.478,
        "intPower_uw": 839,
    },
    "critical_path": {
        "crit_chain": "inv_1, ha_1, or3b_1, o21ai_4, mux2_2",
        "reg2reg_depth": 5,
        "max_stage_delay_ns": 0.43,
        "crit_slowest_cell": "dfrtp_1",
        "cp_max_fo": 8,
        "critPathKind": "reg2reg",
        "worstSetupEndpointType": "flip-flop",
        "crit_arrival_ns": 2.03,
        "cp.required_ns": 3.16,
        "cp-start-kind": "flip-flop",
    },
    "route": {
        "antenna_cells": 0,
        "drtPass1Iterations": 4,
        "drc": 0,
        "vias": 877,
        "vias_per_cell": 4.59,
        "wirelength_microns": 2130,
        "wl_per_cell_microns": 11.2,
        "drtAntennaViolNets": 0,
        "first_iter_violations": 45,
    },
    "synth": {
        "ys_ff": 31,
        "ff_type": "dfrtp_1",
        "yosysTopAreaCell": "dfrtp_1",
        "synth.distinct_cells": 28,
        "avgSynthCellArea_sq_um": 11.4,
        "ys_cells": 121,
        "synth_area_sq_um": 1380,
        "yosys_warnings": 1,
        "synth.top_cell.area_share": 0.508,
        "top_cells_by_count": "dfrtp_1, nor2_1, xnor2_1",
        "most_common_cell": "dfrtp_1",
        "ys_seq_share": 0.552,
        "yosysChipArea_sq_um": 1380,
        "synth_cells": 121,
        "edf_count": 0,
        "area_leaders": "dfrtp_1, xnor2_1, mux2_2",
        "async_flop_share": 0.903,
    },
    "clocking": {
        "clockRootBuffer": "clkbuf_8",
        "clock.latency.late_pin_ns": 0.28,
        "cts_buffer_depth": 2,
        "hold_buffers": 0,
        "cts_tree": "built",
        "clkSlewWorstSetupHoldPaths_ns": 0.07,
        "numCtsBuffers": 5,
        "post_cts_resize_count": 0,
        "clkSinkCount": 31,
        "postCtsSetupBuffers": 0,
        "htree_levels": 2,
    },
    "die": {
        "fp.dieW_microns": 69.8,
        "pin_count": 12,
        "coreArea_sq_um": 4380,
        "row_count": 24,
        "die_h_microns": 69.8,
        "die_area_sq_um": 4870,
        "fp_util": 0.314,
    },
    "layout": {
        "drive_above_1_share": 0.137,
        "fillers": 411,
        "area_delta_synth_final_pct": 18.8,
    },
    "job": {
        "warnings": 29,
        "drv_cap": 0,
    },
    "worst_hold_path": {
        "whs_path_depth": 0,
        "hp-class": "reg2reg",
    },
}
cells by family after synthesis:
logic type	share of synthesized area
AOI/OAI and AO/OA	0.0481
xor gates and xnor gates	0.0826
adders and majority gates	0.0544
buffers and inverters	0.0354
DFF	0.552
muxes	0.0653
and+or+nand+nor	0.162
layout by cell type (no fill, tap or decap):
cell             synthesis  layout
a21oi_1                  1       1
a22o_1                   1       1
and4b_1                  1       1
buf_4                    0       1
clkbuf_1                 1       1
clkbuf_8                 0       6
clkdlybuf4s50_1          0      11
clkinv_2                 0       1
dfrtp_1                 28      28
dfxtp_1                  3       3
ha_1                     6       6
inv_1                    9       9
mux2_1                   1       1
mux2_2                   7       7
nand2_1                  7       7
nand2_2                  1       1
nand2b_1                 1       1
nand3_1                  5       5
nand4_1                  2       2
nor2_1                  18      18
nor2b_1                  1       1
nor3_1                   2       2
nor4_1                   4       4
nor4b_1                  1       1
o21ai_0                  3       3
o21ai_4                  1       1
o31ai_4                  1       1
or3b_1                   1       1
or4_4                    1       1
xnor2_1                 11      11
xor2_1                   2       2
layout make-up:
cell class,instances,area [sq um],area share
Sequential cell,31,761,0.464
Multi-Input combinational cell,79,569,0.348
Timing Repair Buffer,12,118,0.0718
Clock buffer,7,86.3,0.0527
Tap cell,52,65.1,0.0397
Inverter,9,33.8,0.0206
Clock inverter,1,5.00,0.00306
power by group through the flow:
stage                 Combinational [uW]  Sequential [uW]  Clock (uW)
after CTS                            325              596         340
final                                321              596         332
after global routing                 364              613         358
worst max-delay path: cells and delay by family (launching register included):
kind            cells  cell delay [ns]
flops               1             0.43
simple gates        1             0.41
mux                 1             0.38
compound gates      1             0.28
fa+ha+maj           1             0.17
buf+inv             1             0.08
through the flow:
step	cells	instance area, sq um	util	setup WS (ns)	hold WS, ns
2_1_floorplan	121	1380	-	1.27	0.304
3_3_place_gp	183	1550	0.353	1.21	0.313
3_5_place_dp	183	1550	0.353	1.17	0.313
4_1_cts	191	1640	0.374	1.14	0.327
5_1_grt	191	1640	0.374	1.03	0.334
6_report	191	1640	0.374	1.13	0.328
per-layer routing:
layer,track usage,routed length [microns]
met3,0.0324,134
met1,0.160,1040
met2,0.129,901
met4,0.0200,56
met5,0,0
flip-flops by register name, summed over array words and instances (netlist names):
register  flops
rx_flag       1
rx_data       8
po_flag       1
baud_cnt     13
rx_r3         1
rx_r1         1
bit_cnt       4
rx_r2         1
bit_flag      1
path summary, 6_finish.rpt:
check	start	end	slack, ns
max reg2reg	bit_cnt[0]$_DFFE_PN0P_	rx_data[7]$_DFFE_PN0P_	1.13
min reg2reg	rx_r1$_DFF_P_	rx_r2$_DFF_P_	0.33
min	rx_r1$_DFF_P_	rx_r2$_DFF_P_	0.33
min in group asynchronous	s_rst_n	rx_data[3]$_DFFE_PN0P_	0.70
max in group asynchronous	s_rst_n	baud_cnt[11]$_DFF_PN0_	2.04
max	bit_cnt[0]$_DFFE_PN0P_	rx_data[7]$_DFFE_PN0P_	1.13
Power figures rest on the tool's default switching activity, not on a simulated workload.
